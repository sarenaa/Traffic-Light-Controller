<file path="./run.sh">
#!/bin/bash
# OpenROAD 26Q1-2900-gdf79404cd8, Yosys 0.63+post, stock flow scripts
make -C /OpenROAD-flow-scripts/flow DESIGN_CONFIG=/design/flow/config.mk WORK_HOME=/design/flow/orfs finish
</file>
<file path="./config.mk">
export PLATFORM = sky130hd
export DESIGN_NAME = traffic_light_controller1
export DESIGN_NICKNAME = traffic_light_controller1
export VERILOG_FILES = /design/flow/design.v
export SDC_FILE = /design/flow/constraint.sdc
export NUM_CORES = 4
export LEC_CHECK = 1
export CORE_UTILIZATION = 30
export SYNTH_HDL_FRONTEND = slang
</file>
<file path="./constraint.sdc">
current_design traffic_light_controller1

set clk_period 4.3
set clk_io_pct 0.2

create_clock -name clk0 -period $clk_period [get_ports {clk}]

set non_clock_inputs [all_inputs -no_clocks]
set_input_delay [expr $clk_period * $clk_io_pct] -clock clk0 $non_clock_inputs
set_output_delay [expr $clk_period * $clk_io_pct] -clock clk0 [all_outputs]
</file>
<file path="./design.v">
package light_package;
  typedef enum logic[1:0] {red,yellow,green} colors;
endpackage
import light_package ::*;            
module traffic_light_controller1(
  input         clk, reset, 
                ew_str_sensor, ew_left_sensor, ns_sensor,   
  output colors ew_str_light, ew_left_light, ns_light);     
  typedef enum {GRR, YRR, ZRR, HRR, RGR, RYR, RZR, RHR, RRG, RRY, RRZ, RRH} tlc_states;  
  tlc_states    present_state, next_state;
  integer ctr5, next_ctr5,        
          ctr10, next_ctr10;      
  always_ff @(posedge clk)
    if(reset) begin
	  present_state <= RRH;
      ctr5          <= 0;
      ctr10         <= 0;
    end  
	else begin
	  present_state <= next_state;
      ctr5          <= next_ctr5;
      ctr10         <= next_ctr10;
    end  
  always_comb begin
    next_state = RRH;             
    next_ctr5  = 0; 	          
    next_ctr10 = 0;
    case(present_state)
	  GRR: begin 
		  if (ew_str_sensor == 0 || ctr5 > 0) begin next_ctr5 = ctr5 + 1;  
            next_state = GRR;
          end
		  if ( (ew_left_sensor | ns_sensor ) | ctr10 > 0 ) begin next_ctr10 = ctr10 +1;
            next_state = GRR;
          end
		  if (ctr5 ==  4 | ctr10 == 9 )  
			  next_state = YRR; else next_state = GRR;
      end
	    YRR: begin
		    next_state = ZRR;
	    end
	    ZRR: begin
		    next_state = HRR;
	    end
	    HRR: begin
		    if (ew_left_sensor) next_state = RGR;
		    else if (ns_sensor) next_state = RRG;
		    else if (ew_str_sensor) next_state = GRR;
		    else next_state = HRR;
	    end
	    RGR: begin
		    if (ew_left_sensor == 0 | ctr5 > 0 ) begin next_ctr5 = ctr5+1;
            next_state = RGR;
            end
		    if ( (ew_str_sensor | ns_sensor) | ctr10 > 0 ) begin next_ctr10 = ctr10+1;
            next_state = RGR;
            end
		      if (ctr5 ==  4 | ctr10 == 9 )  
			  next_state = RYR; else next_state = RGR;
	    end
	    RRG: begin
		    if (ns_sensor == 0 | ctr5 > 0) begin next_ctr5 = ctr5+1; 
            next_state = RRG;
            end
		    if (( ew_str_sensor | ew_left_sensor) | ctr10 > 0) begin next_ctr10 = ctr10+1;
            next_state = RRG;
            end
		      if (ctr5 == 4  | ctr10 == 9 )  
			  next_state = RRY; else next_state = RRG;
	    end
	    RYR: begin
		    next_state = RZR;
	    end
	    RRY: begin
		    next_state = RRZ;
	    end
	    RZR: begin
		    next_state = RHR;
	    end
	    RRZ: begin
		    next_state = RRH;
	    end
	    RRH:begin
		    if (ew_str_sensor) next_state = GRR;
		    else if (ew_left_sensor) next_state = RGR;
		    else if (ns_sensor) next_state = RRG;
		    else next_state = RRH;
	    end
	    RHR:begin
		    if (ns_sensor) next_state = RRG;
		    else if (ew_str_sensor) next_state = GRR;
		    else if (ew_left_sensor) next_state = RGR;
		    else next_state = RHR;
	    end
    endcase
  end
  always_comb begin
    ew_str_light  = red;                 
	ew_left_light = red;
	ns_light      = red;
    case(present_state)       
      GRR:     ew_str_light  = green;
	  YRR,ZRR: ew_str_light  = yellow;   
	  RGR:     ew_left_light = green;
	  RYR,RZR: ew_left_light = yellow;
	  RRG:     ns_light      = green;
	  RRY,RRZ: ns_light      = yellow;
    endcase
  end
endmodule
</file>
==> flow_metrics.tcl <==
# collected from the flow reports
set metrics [dict create \
    worst_pin_slew_ps 702 \
    wl_per_cell_um 13.0 \
    netlist_area_um2 3610 \
    cts_tree "yes" \
    period_needed_ps 2370 \
    cp_common_cell "or4_1" \
    final-hold-violation-count 0 \
    path_cells "nand4_2, or4_1, or4_1, a211oi_1" \
    yosys_warnings 0 \
    p_per_area_nw_per_um2 396 \
    fp_util_pct 31.2 \
    area_leaders "dfxtp_1 (42%), xor2_1 (7.5%), xnor2_1 (6.8%)" \
    ys.flop_type "dfxtp_1" \
    top_area_share_pct 42.1 \
    path_clk_slew_ps 60 \
    min_period_over_period_pct 55.1 \
    rsz0062_at_grt "no" \
    slew_headroom_pct 53.0 \
    syn_inst 425 \
    numSynthFlops 76 \
    critPathLaunch "ctr10[6]$_SDFF_PP0_" \
    antenna_found_initial 0 \
    clk_latency_ps 330 \
    slew_viol_final 0 \
    crit_type "reg2reg" \
    whs_ps 446 \
    root_buffer "clkbuf_16" \
    vias 2879 \
    routed_wl_mm 7.43 \
    h-tree-depth 3 \
    regArea_um2 1520 \
    hold_buffers 0 \
    fmax_mhz 422 \
    antenna_cells 0 \
    layout_setup_ws_ps 1930 \
    final_common_cell "dfxtp_1" \
    worstPathArrival_ps 2620 \
    grt_max_degree 48 \
    die-height_um 112 \
    required_ps 4540 \
    die_w_um 112 \
    synth-edff-count 0 \
    yosys.area.top_type "dfxtp_1" \
    critPathMaxFanout 15 \
    drc 0 \
    drtIter0Drc 180 \
    nFillCells 1114 \
    antenna_left 0 \
    grt_pass1_wl_mm 12.8 \
    max-vdd-ir-drop_uv 275 \
    yosys_area_um2 3610 \
    ys_types 41 \
    clock_skew_ps 6.22 \
    clock_sinks 76 \
    syn_to_final_growth_pct 15.4 \
    status "finished clean" \
    r2r-start "ctr10[6]$_SDFF_PP0_" \
    fin_total_pwr_mw 1.65 \
    p_leak_nw 1.31 \
    first_pass_iters 4 \
    final_cell_mix "dfxtp_1 (76), nor2_1 (52), nor3_1 (41), xor2_1 (31), nand4_1 (29)" \
    dieArea_um2 12500 \
    avgSynthCellArea_um2 8.50 \
    cp_slowest_cell "or4_1" \
    ys_seq_share_pct 42.1 \
    mi_logic_area_um2 1920 \
    coreArea_um2 11600 \
    r2r_cells 4 \
    async_flop_share_pct 0 \
    hold_path.class "reg2reg" \
    regToRegSetupSlack_ps 1930 \
    setup_violations 0 \
    end_kind "register" \
    cp-endpoint "ctr10[25]$_SDFF_PP0_" \
    fin_setup_tns_ps 0 \
    clock_path_buffers 2 \
    post-place-ws_ps 1690 \
    dp_hpwl_mm 4.66 \
    io_pins 11 \
    cts_buffers 9 \
    grt_pass1_vias 2698 \
    grt_usage_pct 12.6 \
    rows 39 \
    vias_per_cell 5.03 \
    postCtsSetupRepairBufs 0 \
    cap_violations 0 \
    r2r_end "ctr10[25]$_SDFF_PP0_" \
    warnings 28 \
    cts-resized-gates 0 \
    gp_congestion 0.785 \
    port_buffers 10 \
    cp-start-kind "register" \
    synth_stat.cells 425 \
    overflow 0 \
    post-route-util_pct 36.0 \
    max_stage_delay_ps 790 \
    final_layout_size_suffix_gt1_share_pct 6.99 \
]
-- state kept, by name (all words and copies together) (netlist names) --
register       cells
ctr10             32
present_state     12
ctr5              32
-- layer usage --
layer	vias up	GRT usage, %	wire length [µm]
met4	0	1.35	23
met2	41	18.8	3240
met5	-	0	0
met1	1344	19.3	3830
li1	1492	-	-
met3	2	3.05	338
-- worst min path at each step --
stage                             from                       end  cells after the start
CTS           present_state[5]$_DFF_P_  present_state[0]$_DFF_P_                      1
global route  present_state[7]$_DFF_P_  present_state[4]$_DFF_P_                      1
finish        present_state[5]$_DFF_P_  present_state[0]$_DFF_P_                      1
-- synth_stat cells, types with 9 or more instances --
library cell,count
and4_1,9
clkbuf_1,20
dfxtp_1,76
inv_1,18
nand2_1,18
nand3_1,21
nand4_1,29
nor2_1,52
nor3_1,41
nor4_1,18
xnor2_1,28
xor2_1,31
-- kinds of logic after synthesis --
| kind of cell | synth area share (%) |
|---|---|
| buffers and inverters | 4.89 |
| adder cells (fa/ha/maj) | 1.73 |
| AND-OR/OR-AND | 4.26 |
| AND/OR/NAND/NOR | 32.7 |
| flip-flops | 42.1 |
| XOR/XNOR | 14.3 |
-- through the flow --
stage | std cells | instance area (µm²)
after floorplan | 425 | 3610
after global placement | 556 | 3810
after detailed placement | 556 | 3810
after CTS | 572 | 4170
after global routing | 572 | 4170
final | 572 | 4170
-- report_power, final --
group / total (mW) / switching [mW] / internal (mW)
Clock: 0.880 / 0.282 / 0.598
Sequential: 0.714 / 0.00552 / 0.708
Combinational: 0.0559 / 0.0367 / 0.0192
Total: 1.65 / 0.325 / 1.33
-- critical path: cells and delay by family (launching register included) --
kind               cells  cell delay [ps]
AOI/OAI and AO/OA      1              240
DFF                    1              470
and+or+nand+nor        3             1570
-- cell type report --
type | instances | area share, %
Multi-Input combinational cell | 305 | 46.0
Sequential cell | 76 | 36.5
Clock buffer | 12 | 6.16
Tap cell | 143 | 4.29
Timing Repair Buffer | 14 | 3.12
Clock inverter | 4 | 2.28
Inverter | 18 | 1.62
